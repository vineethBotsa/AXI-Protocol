$ cat ./config.mk
export PLATFORM = sky130hd
export DESIGN_NAME = axi4_lite_slave
export DESIGN_NICKNAME = axi4_lite_slave
export VERILOG_FILES = /design/flow/design.v
export SDC_FILE = /design/flow/constraint.sdc
export NUM_CORES = 4
export LEC_CHECK = 1
export CORE_AREA = 10 10 96 96
export DIE_AREA = 0 0 106 106
$ cat ./constraint.sdc
current_design axi4_lite_slave

set clk_period 2.1
set clk_io_pct 0.2

create_clock -name clk0 -period $clk_period [get_ports {ACLK}]

set non_clock_inputs [all_inputs -no_clocks]
set_input_delay [expr $clk_period * $clk_io_pct] -clock clk0 $non_clock_inputs
set_output_delay [expr $clk_period * $clk_io_pct] -clock clk0 [all_outputs]
$ cat ./design.v
module axi4_lite_slave (
    input  wire        ACLK,
    input  wire        ARESETN,
    input  wire [31:0] AWADDR,
    input  wire        AWVALID,
    output reg         AWREADY,
    input  wire [31:0] WDATA,
    input  wire [3:0]  WSTRB,
    input  wire        WVALID,
    output reg         WREADY,
    output reg  [1:0]  BRESP,
    output reg         BVALID,
    input  wire        BREADY,
    input  wire [31:0] ARADDR,
    input  wire        ARVALID,
    output reg         ARREADY,
    output reg  [31:0] RDATA,
    output reg  [1:0]  RRESP,
    output reg         RVALID,
    input  wire        RREADY
);
localparam [2:0] WR_IDLE      = 3'b000;
localparam [2:0] WR_ADDR      = 3'b001;
localparam [2:0] WR_DATA      = 3'b010;
localparam [2:0] WR_RESPONSE  = 3'b011;
localparam [1:0] RD_IDLE      = 2'b00;
localparam [1:0] RD_ADDR      = 2'b01;
localparam [1:0] RD_DATA      = 2'b10;
reg [31:0] registers [0:7];
reg [2:0] write_current_state, write_next_state;
reg [1:0] read_current_state, read_next_state;
reg [2:0]  write_reg_addr;
reg [2:0]  read_reg_addr;
reg        write_addr_valid;
reg        read_addr_valid;
always @(posedge ACLK or negedge ARESETN) begin
    if (!ARESETN) begin
        write_current_state <= WR_IDLE;
    end else begin
        write_current_state <= write_next_state;
    end
end
always @(*) begin
    write_next_state = write_current_state;
    case (write_current_state)
        WR_IDLE: begin
            if (AWVALID && WVALID) begin
                write_next_state = WR_ADDR;
            end else if (AWVALID) begin
                write_next_state = WR_ADDR;
            end else if (WVALID) begin
                write_next_state = WR_DATA;
            end
        end
        WR_ADDR: begin
            if (WVALID) begin
                write_next_state = WR_RESPONSE;
            end else begin
                write_next_state = WR_DATA;
            end
        end
        WR_DATA: begin
            if (WVALID) begin
                write_next_state = WR_RESPONSE;
            end
        end
        WR_RESPONSE: begin
            if (BREADY) begin
                write_next_state = WR_IDLE;
            end
        end
        default: begin
            write_next_state = WR_IDLE;
        end
    endcase
end
always @(posedge ACLK or negedge ARESETN) begin
    if (!ARESETN) begin
        AWREADY <= 1'b0;
        WREADY <= 1'b0;
        BVALID <= 1'b0;
        BRESP <= 2'b00;
        write_reg_addr <= 3'b0;
        write_addr_valid <= 1'b0;
    end else begin
        case (write_next_state)
            WR_IDLE: begin
                AWREADY <= 1'b1;
                WREADY <= 1'b1;
                BVALID <= 1'b0;
            end
            WR_ADDR: begin
                if (AWVALID) begin
                    AWREADY <= 1'b0;
                    write_reg_addr <= AWADDR[4:2];  
                    write_addr_valid <= (AWADDR[31:5] == 27'b0);  
                end
            end
            WR_DATA: begin
                if (WVALID) begin
                    WREADY <= 1'b0;
                end
            end
            WR_RESPONSE: begin
                AWREADY <= 1'b0;
                WREADY <= 1'b0;
                BVALID <= 1'b1;
                if (write_addr_valid && WVALID) begin
                    if (WSTRB[0]) registers[write_reg_addr][7:0]   <= WDATA[7:0];
                    if (WSTRB[1]) registers[write_reg_addr][15:8]  <= WDATA[15:8];
                    if (WSTRB[2]) registers[write_reg_addr][23:16] <= WDATA[23:16];
                    if (WSTRB[3]) registers[write_reg_addr][31:24] <= WDATA[31:24];
                    BRESP <= 2'b00;  
                end else begin
                    BRESP <= 2'b10;  
                end
            end
        endcase
    end
end
always @(posedge ACLK or negedge ARESETN) begin
    if (!ARESETN) begin
        read_current_state <= RD_IDLE;
    end else begin
        read_current_state <= read_next_state;
    end
end
always @(*) begin
    read_next_state = read_current_state;
    case (read_current_state)
        RD_IDLE: begin
            if (ARVALID) begin
                read_next_state = RD_ADDR;
            end
        end
        RD_ADDR: begin
            read_next_state = RD_DATA;
        end
        RD_DATA: begin
            if (RREADY) begin
                read_next_state = RD_IDLE;
            end
        end
        default: begin
            read_next_state = RD_IDLE;
        end
    endcase
end
always @(posedge ACLK or negedge ARESETN) begin
    if (!ARESETN) begin
        ARREADY <= 1'b0;
        RVALID <= 1'b0;
        RDATA <= 32'b0;
        RRESP <= 2'b00;
        read_reg_addr <= 3'b0;
        read_addr_valid <= 1'b0;
    end else begin
        case (read_next_state)
            RD_IDLE: begin
                ARREADY <= 1'b1;
                RVALID <= 1'b0;
            end
            RD_ADDR: begin
                ARREADY <= 1'b0;
                read_reg_addr <= ARADDR[4:2];  
                read_addr_valid <= (ARADDR[31:5] == 27'b0);  
            end
            RD_DATA: begin
                RVALID <= 1'b1;
                if (read_addr_valid) begin
                    RDATA <= registers[read_reg_addr];
                    RRESP <= 2'b00;  
                end else begin
                    RDATA <= 32'b0;
                    RRESP <= 2'b10;  
                end
            end
        endcase
    end
end
integer i;
always @(posedge ACLK or negedge ARESETN) begin
    if (!ARESETN) begin
        for (i = 0; i < 8; i = i + 1) begin
            registers[i] <= 32'b0;
        end
    end
end
endmodule
$ cat ./run.sh
#!/bin/bash
# OpenROAD 26Q1-2900-gdf79404cd8, Yosys 0.63+post, stock flow scripts
make -C /OpenROAD-flow-scripts/flow DESIGN_CONFIG=/design/flow/config.mk WORK_HOME=/design/flow/orfs finish
==> run summary <==
FP Util - 0.147
Crit Reg-Reg Startpoint - write_current_state[0]
Post-CTS Setup Inserts - 0
Top delay family on crit path - buffers and inverters
Layout fillers - 799
Crit-path cells - clkdlybuf4s50_1 > o21ai_1 > and3_4 > ha_1 > a21oi_1 > and3b_1
Post-synth regs - 16
Clock buffer depth - 2
Crit path to - WREADY
Distinct lib cells used - 30
Tool warnings - 72
Worst hold stages - 1
Bufs and invs on worst path - 1
MUX area fraction - 0.0212
Yosys warning total - 514
First drt pass iteration count - 4
CP arrival - 1.93 ns
Slowest cell delay on critical path - 0.56 ns
Cell area leaders - dfrtp_1, buf_4, dfstp_2
CTS tree - yes
CP Capture Type - flip-flop
Vias - 942
Fin crit period - 1.79 ns
Adder Share, Synth - 0.0235
CP Launch Type - primary input
CP max-delay cell - clkdlybuf4s50_1
Pwr dens - 531 nW/um^2
Largest regs - write_current_state x4, read_current_state x3
Top logic family - buffers and inverters
Placed cell count - 281
Setup_tns - 0 ns
Worst R2R Setup Slack - 0.58 ns
Crit path launch - WVALID
Initial antenna violation count - 0
Area leader share - 0.329
R2R depth - 5
Final setup fails - 0
Wire per inst - 11.5 um
Max reg flops - 4
R2r endpoint - WREADY
Drt initial violations - 18
Routability cong. - 0.739
Unrepaired setup endpoints after global routing - false
CTS H-tree depth - 1
Clk sinks - 16
Die Ht - 106 um
Root buffer cell - clkbuf_8
Register share after synthesis - 0.379
Top Usage Layer GRT - met2
Port Buffers - 67
YS chip area - 1060 um^2
Top-Level Pins - 148
Fmax - 0.560 GHz
Worst-path clk slew - 0.06 ns
Cell taking the most area after synthesis - dfrtp_1
Share of layout cells above drive strength 1 - 0.0968
Worst skew pair latency - 0.24 ns
CTS resizes - 0
Pin count of the biggest net entering global routing - 17
Layout area overhead - 68.7%
First-pass GRT wire length - 4980 um
GRT overflow - 0
Post-Synth AOI/OAI Area - 0.0906
Syn avg cell area - 9.41 um^2
Syn Inst Count - 113
Final Slew Violations - 0
# hold bufs at CTS - 0
M2 GR Usage - 0.0963
Setup skew after layout - 0.00314 ns
Post-Syn Area - 1060 um^2
Simple Share, Synth - 0.215
Hpwl dp - 2980 um
Max Cap Violations - 0
Die W - 106 um
Final WL - 3290 um
XOR-XNOR Cells, Area Fraction - 0
Critical path required time - 2.24 ns
Chip area - 11200 um^2
Cycle use final - 0.851
Residual DRC - 0
Lkg Pwr - 0.741 nW
WP depth - 6
Largest Register - write_current_state
Total CTS buffers - 3
ANT cells - 0
Final Hold Fails - 0
Vias in the first global route - 1037
ANT nets after route - 0
Yosys Instances - 113
DR vias/cell - 3.31
Status - finished, final reports clean
Grt met3 use - 0.0116
Fin cells - 285
FP Rows - 31
Max IR drop VDD - 209 uV
CP Class - primary input to flip-flop
Worst hold path type - flip-flop to flip-flop
Gr usage total - 0.0533
Max Fanout on Critical Path - 5
Met1 usage - 0.0654
Core ar. - 7210 um^2
worst register-to-register path, delay by kind of cell (launching register included):
family	cells	cell delay, ns
flip-flops	1	0.54
AND-OR/OR-AND	1	0.12
adder cells (fa/ha/maj)	1	0.31
AND/OR/NAND/NOR	3	0.45
per-layer routing:
metal,share of wire,wire length [um]
met3,0.043,142
met1,0.41,1340
met4,0.011,36
met5,0,0
met2,0.54,1770
report_power, final:
group | leakage, nW | internal [W] | switching, W
Sequential | 0.193 | 0.000360 | 0.0000260
Clock | 0.0228 | 0.000134 | 0.000102
Combinational | 0.525 | 0.000216 | 0.000113
through the flow:
step | total power (W) | utilization | area (um^2) | setup WS [ns] | hold slack [ns]
6_report | 0.000952 | 0.249 | 1790 | 0.313 | 0.441
3_3_place_gp | 0.000725 | 0.242 | 1750 | 0.0855 | 0.428
5_1_grt | 0.00102 | 0.249 | 1790 | 0.204 | 0.476
2_1_floorplan | 0.000538 | - | 1190 | 0.660 | 0.124
4_1_cts | 0.000967 | 0.249 | 1790 | 0.307 | 0.443
3_5_place_dp | 0.000728 | 0.242 | 1750 | 0.0660 | 0.434
final cells by class:
type                            count  area, um^2  area share
Multi-Input combinational cell     89         500       0.279
Sequential cell                    16         403       0.225
Timing Repair Buffer               70         693       0.386
Tap cell                           99         124      0.0690
Inverter                            7        28.8      0.0160
Clock buffer                        4        45.0      0.0251
cell usage in the layout (no fill, tap or decap), types with 3 or more instances in the layout:
master           Yosys  layout
nand3_1              4       4
inv_1                5       5
dfrtp_1             14      14
conb_1               1      34
buf_4               34       3
clkbuf_8             0       3
nor4_1               8       8
nand2_1              7       7
a21oi_1              3       3
nor4_2               4       4
o21ai_0              6       6
clkdlybuf4s50_1      0      67
logic make-up (layout without fill, tap and decap cells):
family                     Yosys count  in the layout
DFF                                 16             16
adders and majority gates            2              2
muxes                                2              2
AOI/OAI and AO/OA                   16             16
and+or+nand+nor                     35             35
other                                1             34
buffers and inverters               41             81
how the worst min path moves through the flow:
stage	startpoint	to
global route	read_addr_valid	RRESP[1]
CTS	read_addr_valid	RRESP[1]
finish	read_addr_valid	RRESP[1]
synth_stat cells, drive strengths merged:
library cell	instances
nand3b	1
a21o	1
nand3	5
mux2	2
nand4	2
buf	34
and3	1
dfstp	2
and3b	1
o41ai	1
o31ai	2
nand2	7
inv	7
o21ai	7
dfrtp	14
a21oi	3
nand2b	2
a31oi	1
ha	2
nor2b	1
nor2	1
a41oi	1
nor4	12
nor3	2
conb	1
Power is estimated from default activity; no workload was simulated.
